===== config.mk =====
export PLATFORM = sky130hd
export DESIGN_NAME = reg_file_gen
export DESIGN_NICKNAME = reg_file_gen
export VERILOG_FILES = /design/flow/design.v
export SDC_FILE = /design/flow/constraint.sdc
export NUM_CORES = 4
export LEC_CHECK = 1
export CORE_UTILIZATION = 30

===== constraint.sdc =====
current_design reg_file_gen

set clk_period 11.7
set clk_io_pct 0.2

create_clock -name clk0 -period $clk_period [get_ports {clk_i}]

set non_clock_inputs [all_inputs -no_clocks]
set_input_delay [expr $clk_period * $clk_io_pct] -clock clk0 $non_clock_inputs
set_output_delay [expr $clk_period * $clk_io_pct] -clock clk0 [all_outputs]

===== design.v =====
module reg_file_gen ( input [31:0]      data_i,
                      input [4:0]       raddra_i, raddrb_i, waddr_i,
                      input             wen_i,
                      input             clk_i,
                      input             rst_i,
                      output reg [31:0] douta_o, doutb_o);
  reg [31:0] regs [31];
  always_comb begin
    case (raddra_i)
      5'b0:     douta_o = 5'b0;
      default:  douta_o = regs[raddra_i];
    endcase
    case (raddrb_i)
      5'b0:     doutb_o = 5'b0;
      default:  doutb_o = regs[raddrb_i];
    endcase
  end
  genvar i;
  generate
    for (i = 0; i < 32; i++) begin: gen_reg_file
      always @(posedge clk_i) begin
        if (rst_i) begin
          regs[i] <= 32'b0;
        end else if (waddr_i != 5'b0 & wen_i) begin
          regs[waddr_i] <= data_i;
        end
      end
    end
  endgenerate
endmodule: reg_file_gen

===== run.sh =====
#!/bin/bash
# OpenROAD 26Q1-2900-gdf79404cd8, Yosys 0.63+post, stock flow scripts
make -C /OpenROAD-flow-scripts/flow DESIGN_CONFIG=/design/flow/config.mk WORK_HOME=/design/flow/orfs finish

==> impl_metrics.env <==
# implementation run metrics
export IMPL_numCtsBuffers=102
export IMPL_met1_usage=0.251
export IMPL_clk_pin_slew_worst_paths_ps=60
export IMPL_worstReg2RegStart="regs[1][29]"
export IMPL_hp_start="regs[13][24]"
export IMPL_leakage_nw=19.9
export IMPL_cts_tree="done"
export IMPL_cts_sinks=1024
export IMPL_cp_end_kind="output pin"
export IMPL_async_flop_share=0
export IMPL_post_cts_setup_buffer_count=0
export IMPL_largest_register_ffs=1024
export IMPL_track_usage=0.223
export IMPL_layout_min_cycle_time_ps=8780
export IMPL_cpMostUsedCell="buf_4"
export IMPL_cp_start_kind="input pin"
export IMPL_h_tree_depth=3
export IMPL_cp_cell_sequence="buf_6 -> buf_4 -> or3b_2 -> buf_4 -> o22ai_1 -> a2111oi_0 -> nor3_1 -> clkdlybuf4s50_1"
export IMPL_first_pass_iters=5
export IMPL_cts_resized_gates=0
export IMPL_max_cap_viol_count=0
export IMPL_crit_start="raddra_i[2]"
export IMPL_first_global_vias=40200
export IMPL_top_cells_by_area="edfxtp_1, dfxtp_1, mux4_2, nand2_1, and2_1"
export IMPL_fin_skew_ps=0
export IMPL_max_flop_register="regs"
export IMPL_clockBufferDepth=3
export IMPL_max_freq_mhz=114
export IMPL_netlist_area_um2=53200
export IMPL_antenna_found_initial=6
export IMPL_synth_flops=1024
export IMPL_finalClockPeriodUsage=0.750
export IMPL_drc=0
export IMPL_synth_top_area_share=0.307
export IMPL_yosysChipArea_um2=53200
export IMPL_grt_first_pass_wirelength_um=278000
export IMPL_ff_type="edfxtp_1"
export IMPL_busiest_layer="met2"
export IMPL_rsz0062_at_grt="no"
export IMPL_drv_slew=0
export IMPL_critPathMaxStageDelay_ps=880
export IMPL_yosys_top_cells_count="nand2_1, edfxtp_1, and2_1, dfxtp_1, a21oi_1"
export IMPL_netlist_cell_type_count=48
export IMPL_synth_stat_cells=4675
export IMPL_warning_count=29
export IMPL_globalRouteMet2Util=0.346
export IMPL_rows=154
export IMPL_power_density_nw_per_um2=137
export IMPL_dp_final_hpwl_um=113000
export IMPL_overflow=0
export IMPL_grt_max_degree=153
export IMPL_gp_congestion=0.930
export IMPL_drive_gt1_frac=0.185
export IMPL_reg_top3="regs x1024"
export IMPL_tightest_slew_ps=1290
export IMPL_floorplan_core_util=0.302
export IMPL_crit_arrival_ps=6440
export IMPL_crit_slowest_cell="a2111oi_0"
export IMPL_coreArea_um2=176000
export IMPL_io_buffers=113
export IMPL_io_pins=114
export IMPL_total_power_w=0.00824
export IMPL_die_height_um=423
export IMPL_via_count=39400
export IMPL_area_growth_pct=12.8
export IMPL_drt_wl_total_um=192000
export IMPL_die_w_um=423
export IMPL_avgSynthCellArea_um2=11.4
export IMPL_yosysMostFrequentCell="nand2_1"
export IMPL_cp_max_fo=49
export IMPL_wl_per_cell_um=27.5
export IMPL_edf_count=544
export IMPL_chipArea_um2=179000
export IMPL_path_class="input pin to output pin"
export IMPL_outcome="complete, no violations"
export IMPL_ant_nets=0
export IMPL_first_iter_violations=3264
export IMPL_hold_buffers=0
export IMPL_via_per_inst=5.64
export IMPL_synthCells=4675
export IMPL_setup_violations=0
export IMPL_required_ps=9360
export IMPL_ir_drop_mv=0.102
export IMPL_final_hold_violation_count=0
export IMPL_setup_tns_ps=0
export IMPL_hold_path_class="flip-flop to flip-flop"
export IMPL_clk_latency_ps=700
export IMPL_slew_headroom=0.131
export IMPL_gr_usage_met3=0.117
export IMPL_postSynthSeqShare=0.488
export IMPL_clockRootBuffer="clkbuf_16"
export IMPL_synth_area_leader_cell="edfxtp_1"
export IMPL_ys_warnings_count=1
per-layer routing:
layer / share of wire / up-vias
met5: 0.00060 / -
li1: - / 16800
met4: 0.063 / 12
met3: 0.14 / 622
met1: 0.33 / 19300
met2: 0.47 / 2607
kinds of logic (layout without fill, tap and decap cells):
family	after synthesis	in the layout	share of synthesized area
other	0	3	0
buffers and inverters	504	472	0.0427
and+or+nand+nor	1682	1682	0.153
muxes	698	698	0.229
DFF	1024	1024	0.488
AOI/OAI and AO/OA	767	767	0.0876
worst max-delay path: cells and delay by family:
family          cells  cell delay [ps]
simple gates        2             1000
compound gates      2              990
buf+inv             4             2010
per-stage QoR:
step / cells / cell area, µm² / util / hold WS (ps) / worst slack (ps)
2_1_floorplan: 4675 / 53200 / - / 443 / 5350
3_3_place_gp: 6796 / 56700 / 0.322 / 451 / 3060
3_5_place_dp: 6796 / 56700 / 0.322 / 457 / 3050
4_1_cts: 6983 / 60000 / 0.341 / 465 / 3030
5_1_grt: 6984 / 60000 / 0.341 / 483 / 2870
6_report: 6986 / 60000 / 0.341 / 461 / 2920
layout by cell type (no fill, tap or decap), drive strengths merged, types with 31 or more instances in the layout:
cell,count
dfxtp,480
clkbuf,130
clkinv,34
a2111oi,31
mux2i,250
edfxtp,544
a21oi,475
mux2,36
nand2,914
a22o,50
o22ai,45
and2,532
nor2b,69
buf,180
a22oi,65
nor3,51
clkdlybuf4s50,104
and3,35
mux4,412
a211oi,43
power breakdown:
group / switching, W / internal (W)
clock: 0.00147 / 0.00192
sequential: 0.0000578 / 0.00389
combinational: 0.000548 / 0.000359
total: 0.00207 / 0.00617
area by class of cell:
cell class,count,area [µm²]
antenna,3,7.51
multi-input combinational,3147,25300
fill,16900,116000
timing repair buffer,284,2490
sequential,1024,25900
inverter,1,3.75
tap,2340,2930
clock buffer,130,2780
clock inverter,57,602
worst paths after layout:
path	to	slack [ps]	cells past startpoint
max	douta_o[24]	2920	8
min	regs[13][24]	460	2
max reg2reg	regs[1][29]	11010	2
min reg2reg	regs[13][24]	460	2
Power and IR drop assume default switching activity.
