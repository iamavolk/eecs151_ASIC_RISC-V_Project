File: /design/flow/config.mk
export PLATFORM = sky130hd
export DESIGN_NAME = reg_file
export DESIGN_NICKNAME = reg_file
export VERILOG_FILES = /design/flow/design.v
export SDC_FILE = /design/flow/constraint.sdc
export NUM_CORES = 4
export LEC_CHECK = 1
export CORE_UTILIZATION = 30
File: /design/flow/constraint.sdc
current_design reg_file

set clk_period 19.7
set clk_io_pct 0.2

create_clock -name clk0 -period $clk_period [get_ports {clk_i}]

set non_clock_inputs [all_inputs -no_clocks]
set_input_delay [expr $clk_period * $clk_io_pct] -clock clk0 $non_clock_inputs
set_output_delay [expr $clk_period * $clk_io_pct] -clock clk0 [all_outputs]
File: /design/flow/design.v
module reg_file ( input [31:0]      data_i,
                  input [4:0]       raddra_i, raddrb_i, waddr_i,
                  input             wen_i,
                  input             clk_i,
                  input             rst_i,
                  output reg [31:0] douta_o, doutb_o);
  reg [31:0] regs [31];
  always @(*) begin
    case (raddra_i)
      5'b0:     douta_o = 5'b0;
      default:  douta_o = regs[raddra_i];
    endcase
    case (raddrb_i)
      5'b0:     doutb_o = 5'b0;
      default:  doutb_o = regs[raddrb_i];
    endcase
  end
  integer i;
  always @(posedge clk_i) begin
    if (rst_i) begin
      for (i = 0; i < 32; i++) begin
        regs[i] <= 32'b0;
      end
    end else if (waddr_i != 5'b0 & wen_i) begin
      regs[waddr_i] <= data_i;
    end
  end
endmodule
File: /design/flow/run.sh
#!/bin/bash
# OpenROAD 26Q1-2900-gdf79404cd8, Yosys 0.63+post, stock flow scripts
make -C /OpenROAD-flow-scripts/flow DESIGN_CONFIG=/design/flow/config.mk WORK_HOME=/design/flow/orfs finish
==> impl_metrics.ini <==
; physical design summary
[placed_design]
port_buffers = 113
dp_hpwl_um = 109400
gp_congestion = 0.9099
dpl_cell_area_um2 = 58270

[route]
wire_per_inst_um = 31.49
wl_um = 189000
dr.first_iter.drc_count = 2130
vias = 32979
first_pass_iters = 5
drc = 0
drt.antenna.violating_nets = 0
viasPerCell = 5.495

[timing]
drv_slew = 0
maxSlewHeadroom_pct = 8.711
rsz0062_at_grt = false
worst_pin_slew_ps = 1335
hold_viol_final = 0
finalSetupViolCount = 0
finalClockPeriodUsage_pct = 63.35
fmax_mhz = 80.12
setup_tns_ps = 0
period_minus_slack_ps = 12480

[cells_and_area]
layout-drive-gt1-share_pct = 25.23
syn_to_final_growth_pct = 13.93
top_regs = regs: 1024 flops
finish.instance_area_um2 = 61780
fillers = 16636
top_register = regs
largest_reg_flops = 1024

[synthesis]
synth_seq_share_pct = 56.70
ys_warn_count = 1
yosysChipArea_um2 = 54230
ys_cells = 3502
synth-edff-count = 1024
ys_ff = 1024
top_cells_by_count = edfxtp_1 (1024), and2_1 (995), mux4_2 (472)
synth_area_per_cell_um2 = 15.49
synthTopCellsByArea = edfxtp_1 (57%), mux4_2 (20%), and2_1 (11%)
netlist_area_um2 = 54230
synth_cells = 3502
top_area_share_pct = 56.70
flop_cell = edfxtp_1
ys_types = 42
top_area_cell = edfxtp_1
top_cell = edfxtp_1
synthArstFlopShare_pct = 0

[clocking]
cts_htree_levels = 3
cts.sinks = 1024
numCtsBuffers = 110
cts_tree = built
postCtsSetupRepairBufs = 0
cts_resized = 0
cts.path.max_buffers = 3
path_clk_slew_ps = 60
root_buffer = clkbuf_16
postCtsHoldBufs = 0

[worst_setup_path]
cpMostUsedCell = buf_4
slowest_stage = a2111oi_1
cp-start-kind = input pin
worstSetupPathType = in2out
end_kind = output port
crit_arrival_ps = 8540
path_max_fanout = 44
path_cells = buf_6, buf_4, or3b_2, buf_4, o22ai_1, a2111oi_1, buf_4, nor3_1, clkdlybuf4s50_1
cp.required_ps = 15760
slowest_delay_ps = 1170

[global_routing]
grt_use_total_pct = 22.17
antenna_found_initial = 9
grt_max_degree = 76
grt_pass1_wl_um = 264700
grt-ovfl-total = 0
grt_pass1_vias = 35688

[power_and_ir_drop]
vdd_drop_max_v = 0.00007595
leakagePower_nw = 20.74
power_density_nw_per_um2 = 85.33
power_w = 0.005272

[worst_hold_path]
holdPathStages = 2
hp-class = in2reg

[outcome]
status = completed

[floorplan]
core_um2 = 179000
io_pins = 114
die_y_um = 427.2
initCoreUtil_pct = 30.30
die_w_um = 427.2
die_area_um2 = 182500
core.rowCount = 155

[run]
warnings = 26
cap_violations = 0
-- power by group --
group | leakage (nW) | switching, W | internal (W)
sequential | 9.75 | 0.0000602 | 0.00252
combinational | 9.29 | 0.000365 | 0.000287
clock | 1.70 | 0.000870 | 0.00117
total | 20.7 | 0.00130 | 0.00398
-- final timing paths --
path	start	end	slack, ps
min	rst_i	regs[0][13]$_SDFFCE_PN0P_	3930
max	raddra_i[2]	douta_o[15]	7220
-- logic make-up after synthesis --
group	Yosys count	share of synthesized area, %
AND-OR/OR-AND	259	3.652
buffers and inverters	389	3.313
flip-flops	1024	56.70
multiplexers	652	22.99
other	1	0.006915
AND/OR/NAND/NOR	1177	13.34
-- layer usage --
layer	up-vias	GRT usage, %	part of all wire (%)
li1	13687	-	-
met1	16248	23.44	31
met2	2513	33.24	46
met3	511	16.07	16
met4	20	9.994	6.0
met5	-	0.8730	0.15
-- stage by stage --
step	instances	utilization, %	hold slack (ps)	worst slack [ps]
floorplan	3533	-	4138	10220
global placement	5790	32.55	4661	7070
detailed placement	5791	32.55	4661	7468
CTS	5994	34.50	3897	7455
global route	5997	34.51	3929	7379
finish	6002	34.52	3928	7219
-- worst max-delay path, delay by kind of cell --
| family | cells | cell delay [ps] |
|---|---|---|
| and+or+nand+nor | 2 | 870 |
| buffers and inverters | 5 | 2320 |
| AOI/OAI and AO/OA | 2 | 1290 |
-- cell usage in the layout (no fill, tap or decap), drive strengths merged, types with 33 or more instances in the layout --
| cell type | synthesis | routed |
|---|---|---|
| mux2i | 150 | 150 |
| a22o | 51 | 51 |
| and2 | 995 | 995 |
| clkinv | 0 | 46 |
| o22ai | 103 | 103 |
| clkbuf | 272 | 142 |
| buf | 115 | 187 |
| mux4 | 472 | 472 |
| a2111oi | 55 | 55 |
| nor2 | 36 | 36 |
| edfxtp | 1024 | 1024 |
| nor3 | 54 | 54 |
| or2 | 33 | 33 |
| clkdlybuf4s50 | 0 | 103 |
-- layout make-up --
class | count | area [µm²] | area share, %
Clock buffer | 142 | 2958 | 4.787
Tap cell | 2355 | 2947 | 4.769
Inverter | 2 | 7.507 | 0.01215
Antenna cell | 8 | 20.02 | 0.03240
Clock inverter | 61 | 534.3 | 0.8647
Sequential cell | 1024 | 30750 | 49.77
Timing Repair Buffer | 290 | 2490 | 4.030
Multi-Input combinational cell | 2120 | 22080 | 35.74
Power figures rest on the tool's default switching activity, not on a simulated workload.
