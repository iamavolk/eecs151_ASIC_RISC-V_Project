===== design/flow/run.sh =====
#!/bin/bash
# OpenROAD 26Q1-2900-gdf79404cd8, Yosys 0.63+post, stock flow scripts
make -C /OpenROAD-flow-scripts/flow DESIGN_CONFIG=/design/flow/config.mk WORK_HOME=/design/flow/orfs finish

===== design/flow/config.mk =====
export PLATFORM = sky130hd
export DESIGN_NAME = RegFile
export DESIGN_NICKNAME = RegFile
export VERILOG_FILES = /design/flow/design.v
export SDC_FILE = /design/flow/constraint.sdc
export NUM_CORES = 4
export LEC_CHECK = 1
export CORE_UTILIZATION = 50

===== design/flow/constraint.sdc =====
current_design RegFile

set clk_period 9.3
set clk_io_pct 0.2

create_clock -name clk0 -period $clk_period [get_ports {clk_i}]

set non_clock_inputs [all_inputs -no_clocks]
set_input_delay [expr $clk_period * $clk_io_pct] -clock clk0 $non_clock_inputs
set_output_delay [expr $clk_period * $clk_io_pct] -clock clk0 [all_outputs]

===== design/flow/design.v =====
module RegFile (input [31:0]      data_i,
                input [4:0]       raddra_i, raddrb_i, waddr_i,
                input             wen_i,
                input             clk_i,
                input             rst_i,
                output reg [31:0] douta_o, doutb_o);
  reg [31:0] regs [0:31];
  always_comb begin
    case (raddra_i)
      5'b0:     douta_o = 5'b0;
      default:  douta_o = regs[raddra_i];
    endcase
    case (raddrb_i)
      5'b0:     doutb_o = 5'b0;
      default:  doutb_o = regs[raddrb_i];
    endcase
  end
  genvar i;
  generate
    for (i = 0; i < 32; i++) begin: gen_reg_file
      always @(posedge clk_i) begin
        if (rst_i) begin
          regs[i] <= 32'b0;
        end else if (waddr_i != 5'b0 & wen_i) begin
          regs[waddr_i] <= data_i;
        end
      end
    end
  endgenerate
endmodule: RegFile

==> notes.md <==
run metrics: LEAKAGE 0.0200 uW, Net Switching 2630 uW, Layout area overhead 11.0%, most instantiated logic cells after routing nand2_1, edfxtp_1, and2_1, dfxtp_1, a21oi_1, Top-Level Pins 114, WP data arrival 6.01 ns, clock latency on the worst-skew pair 0.69 ns, largest net degree at the start of global routing 152, Reg power frac 47.3%, Max H-tree Level 3, logic gate share of total power 10.8%, Most common cell on crit path buf_4, top_reg_cell synth edfxtp_1, final WL 188 mm, # setup viols final 0, Commonest Layout Cell nand2_1, Root Driver clkbuf_16, Hold Buf Count CTS 0, die width 328 um, total global-route track usage 38.3%, Seq/Total Area, Yosys 48.8%, total clock buffers created by CTS 112, GP Congestion 0.924, Setup Fix Bufs, Post-CTS 0, clock share of power 41.9%, yosys stat cell total 4675, yosys stat chip area 0.0532 mm^2, Max Clk Rate 127 MHz, critical path's slowest cell nor3_1, crit-path max FO 64, critical path launch point type primary input, Tcrit/Tclk final 84.7%, Cell Area, Synth 0.0532 mm^2, Max Cap Violations 0, CTS Sinks 1024, clock skew 0 ns, Setup TNS Final 0 ns, Avg Vias per Cell 6.42, distinct lib cells 48, CP max stage delay 0.87 ns, wire per inst 31.1 um, Async SR Flop Fraction 0%, CP Class in2out, largest registers regs: 1024 flops, count of library flops with an enable pin 544, status finished, final reports clean, Critical Path RT 7.44 ns, Yosys warnings 1, CTS tree built, Hold WC Path Type reg2reg, Reg with most FFs regs, PwrDens 178 mW/mm^2, detailed placement HPWL 112 mm, Final Power 10500 uW, Pre-antenna DRT Iters 24, layout cells sized above 1 18.6%, max-slew violation count 0, CTS max path bufs 3, Log Warnings 29, die area 0.108 mm^2, fin crit period 7.87 ns, max reg flops 1024, syn_area_per_cell 11.4 um^2, # DRC 0, Initial DRC Count 3195, DR vias 38800, endpoint type of the worst setup path primary output, Fin. Hold Viols 0, Syn Inst Count 4675, Internal 7880 uW, #FFs+latches synth 1024, ordered cell list for the critical path clkbuf_8, buf_4, or3b_2, buf_4, o22ai_1, a2111oi_0, nor3_1, clkdlybuf4s50_1, core area 0.105 mm^2, post-route ant nets 0, first-pass GRT wire length 272 mm, max_slew headroom 20.4%, CTS resizes 0, Congestion Overflow GR 0, row cnt 119, RSZ-0062 raised after global routing false, die height 328 um, Worst VDD drop 0.142 mV, PortBufs 113, vias in the first global route 39700, fp_density 50.5%, worst slew pin tran 1.16 ns, Sw Share 25.0%, antenna violations before repair 4, CTS clk-pin slew, worst paths 0.06 ns
[routing by layer]
layer	global-route usage, %	up-vias	share of wire [%]
li1	-	16900	-
met1	51.8	18900	35
met2	53.4	2515	45
met3	21.1	490	15
met4	16.7	8	5.5
met5	0.887	-	0.065
[cells by family after synthesis]
family,count (synthesis),share of synthesized area [%]
flops,1024,48.8
simple gates,1682,15.3
compound gates,767,8.76
buf+inv,504,4.27
mux,698,22.9
[synthesized netlist by cell type (2+ instances only)]
library cell  number  area [um^2]
o21ai_0            2         10.0
nor4_1             7         43.8
o32ai_1           14          123
mux2_2            36          405
nor3_1            51          255
and2_1           532         3330
or3b_2             5         43.8
nor2b_1           69          432
a221oi_1           4         35.0
nor3b_1            2         15.0
nand3b_1           4         30.0
a211oi_1          43          323
nand3_1            3         15.0
buf_6             16          180
mux2i_1          250         2500
a31oi_1            7         43.8
buf_4             36          270
a21oi_1          475         2380
o22ai_1           45          282
a2111oi_0         31          272
or4bb_1            2         22.5
buf_1             10         37.5
o221ai_1          27          236
and3_1            35          219
a22oi_1           65          488
nand2_1          914         3430
dfxtp_1          480         9610
a22o_1            50          438
clkbuf_1         344         1290
nor2_1            30          113
or3_1              2         12.5
a21o_1             2         15.0
nor4bb_1           2         20.0
mux4_2           412         9280
edfxtp_1         544        16300
or2_2             17          106
buf_2             96          480
[through the flow]
step / instances / hold WS (ns) / instance area (um^2) / setup WS (ns) / utilization, %
after floorplan: 4675 / 0.443 / 53200 / 3.91 / -
after global placement: 5843 / 0.453 / 55500 / 1.76 / 52.6
after detailed placement: 5843 / 0.455 / 55500 / 1.75 / 52.6
after CTS: 6047 / 0.463 / 59100 / 1.74 / 56.0
after global routing: 6048 / 0.482 / 59100 / 1.39 / 56.0
final: 6049 / 0.464 / 59100 / 1.43 / 56.0
[power by group through the flow]
stage,Sequential [uW],Clock (uW),Combinational [uW]
after CTS,4970,4440,1120
after global routing,4990,4610,1180
final,4970,4400,1140
[cell type report]
type | instances | area, um^2
diodes | 2 | 5.00
clock buffers | 163 | 3270
clock inverters | 41 | 323
fillers | 8572 | 46300
inverters | 1 | 3.75
multi-input cells | 3147 | 25300
flip-flops and latches | 1024 | 25900
well taps | 1391 | 1740
repair buffers | 280 | 2480
[final timing paths]
kind,from,to,slack (ns),depth (start not counted)
hold reg to reg,regs[5][28],regs[5][28],0.46,2
hold / removal,regs[5][28],regs[5][28],0.46,2
setup reg to reg,regs[5][27],regs[5][27],8.61,2
setup / recovery,raddra_i[2],douta_o[14],1.43,8
[worst max-delay path, delay by kind of cell]
kind,cells,cell delay [ns]
simple gates,2,1.61
compound gates,2,0.36
buf+inv,4,2.01
Power and IR drop assume default switching activity.
